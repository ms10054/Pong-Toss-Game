==> flow/design.v <==
`timescale 1ns / 1ps
module end_screen(
    input clk_d,               
    input [9:0] pixel_x,
    input [9:0] pixel_y,
    input video_on,
    input player1_win,         
    input player2_win,         
    input draw,                
    output reg [3:0] red,
    output reg [3:0] green,
    output reg [3:0] blue
);
    always @(posedge clk_d) begin
        if (video_on) begin
            red <= 4'h0;
            green <= 4'hF;
            blue <= 4'hF;
            if (player1_win) begin
                if (
                    (pixel_x >= 80 && pixel_x <= 100 && pixel_y >= 80 && pixel_y <= 210) ||
                    (pixel_x >= 100 && pixel_x <= 140 && pixel_y >= 80 && pixel_y <= 100) ||
                    (pixel_x >= 100 && pixel_x <= 140 && pixel_y >= 135 && pixel_y <= 145) ||
                    (pixel_x >= 140 && pixel_x <= 160 && pixel_y >= 100 && pixel_y <= 135) ||
                    (pixel_x >= 170 && pixel_x <= 190 && pixel_y >= 80 && pixel_y <= 210) ||
                    (pixel_x >= 170 && pixel_x <= 230 && pixel_y >= 190 && pixel_y <= 210) ||
                    (pixel_x >= 240 && pixel_x <= 260 && pixel_y >= 80 && pixel_y <= 210) ||
                    (pixel_x >= 300 && pixel_x <= 320 && pixel_y >= 80 && pixel_y <= 210) ||
                    (pixel_x >= 260 && pixel_x <= 300 && pixel_y >= 80 && pixel_y <= 100) ||
                    (pixel_x >= 260 && pixel_x <= 300 && pixel_y >= 135 && pixel_y <= 145) ||
                    (pixel_x >= 330 && pixel_x <= 350 && pixel_y >= 80 && pixel_y <= 135) ||
                    (pixel_x >= 390 && pixel_x <= 410 && pixel_y >= 80 && pixel_y <= 135) ||
                    (pixel_x >= 330 && pixel_x <= 410 && pixel_y >= 135 && pixel_y <= 145) ||
                    (pixel_x >= 360 && pixel_x <= 380 && pixel_y >= 145 && pixel_y <= 210) ||
                    (pixel_x >= 420 && pixel_x <= 440 && pixel_y >= 80 && pixel_y <= 210) ||
                    (pixel_x >= 420 && pixel_x <= 480 && pixel_y >= 80 && pixel_y <= 100) ||
                    (pixel_x >= 420 && pixel_x <= 480 && pixel_y >= 135 && pixel_y <= 145) ||
                    (pixel_x >= 420 && pixel_x <= 480 && pixel_y >= 190 && pixel_y <= 210) ||
                    (pixel_x >= 490 && pixel_x <= 510 && pixel_y >= 80 && pixel_y <= 210) ||
                    (pixel_x >= 490 && pixel_x <= 550 && pixel_y >= 80 && pixel_y <= 100) ||
                    (pixel_x >= 490 && pixel_x <= 550 && pixel_y >= 135 && pixel_y <= 145) ||
                    (pixel_x >= 530 && pixel_x <= 550 && pixel_y >= 100 && pixel_y <= 135) ||
                    (pixel_x >= 510 && pixel_x <= 550 && pixel_y >= 145 && pixel_y <= 210) ||
                    (pixel_x >= 580 && pixel_x <= 600 && pixel_y >= 80 && pixel_y <= 210) ||
                    (pixel_x >= 600 && pixel_x <= 620 && pixel_y >= 190 && pixel_y <= 210)
                ) begin
                    red <= 4'hF;
                    green <= 4'hA;
                    blue <= 4'h0;
                end
                else if (
                    (pixel_x >= 120 && pixel_x <= 140 && pixel_y >= 300 && pixel_y <= 400) ||
                    (pixel_x >= 160 && pixel_x <= 180 && pixel_y >= 300 && pixel_y <= 370) ||
                    (pixel_x >= 200 && pixel_x <= 220 && pixel_y >= 300 && pixel_y <= 400) ||
                    (pixel_x >= 120 && pixel_x <= 220 && pixel_y >= 380 && pixel_y <= 400) ||
                    (pixel_x >= 240 && pixel_x <= 300 && pixel_y >= 300 && pixel_y <= 310) ||
                    (pixel_x >= 270 && pixel_x <= 280 && pixel_y >= 310 && pixel_y <= 390) ||
                    (pixel_x >= 240 && pixel_x <= 300 && pixel_y >= 390 && pixel_y <= 400) ||
                    (pixel_x >= 320 && pixel_x <= 340 && pixel_y >= 300 && pixel_y <= 400) ||
                    (pixel_x >= 400 && pixel_x <= 420 && pixel_y >= 300 && pixel_y <= 400) ||
                    (pixel_x >= 340 && pixel_x <= 400 && pixel_y >= 300 && pixel_y <= 320) ||
                    (pixel_x >= 440 && pixel_x <= 500 && pixel_y >= 300 && pixel_y <= 310) ||
                    (pixel_x >= 440 && pixel_x <= 460 && pixel_y >= 300 && pixel_y <= 340) ||
                    (pixel_x >= 440 && pixel_x <= 500 && pixel_y >= 330 && pixel_y <= 340) ||
                    (pixel_x >= 480 && pixel_x <= 500 && pixel_y >= 340 && pixel_y <= 390) ||
                    (pixel_x >= 440 && pixel_x <= 500 && pixel_y >= 390 && pixel_y <= 400) ||
                    (pixel_x >= 520 && pixel_x <= 530 && pixel_y >= 300 && pixel_y <= 380) ||
                    (pixel_x >= 520 && pixel_x <= 530 && pixel_y >= 390 && pixel_y <= 400)
                ) begin
                    red <= 4'hF;
                    green <= 4'hA;
                    blue <= 4'h0;
                end
            end else if (player2_win) begin
                if (
                    (pixel_x >= 80 && pixel_x <= 100 && pixel_y >= 80 && pixel_y <= 210) ||
                    (pixel_x >= 100 && pixel_x <= 140 && pixel_y >= 80 && pixel_y <= 100) ||
                    (pixel_x >= 100 && pixel_x <= 140 && pixel_y >= 135 && pixel_y <= 145) ||
                    (pixel_x >= 140 && pixel_x <= 160 && pixel_y >= 100 && pixel_y <= 135) ||
                    (pixel_x >= 170 && pixel_x <= 190 && pixel_y >= 80 && pixel_y <= 210) ||
                    (pixel_x >= 170 && pixel_x <= 230 && pixel_y >= 190 && pixel_y <= 210) ||
                    (pixel_x >= 240 && pixel_x <= 260 && pixel_y >= 80 && pixel_y <= 210) ||
                    (pixel_x >= 300 && pixel_x <= 320 && pixel_y >= 80 && pixel_y <= 210) ||
                    (pixel_x >= 260 && pixel_x <= 300 && pixel_y >= 80 && pixel_y <= 100) ||
                    (pixel_x >= 260 && pixel_x <= 300 && pixel_y >= 135 && pixel_y <= 145) ||
                    (pixel_x >= 330 && pixel_x <= 350 && pixel_y >= 80 && pixel_y <= 135) ||
                    (pixel_x >= 390 && pixel_x <= 410 && pixel_y >= 80 && pixel_y <= 135) ||
                    (pixel_x >= 330 && pixel_x <= 410 && pixel_y >= 135 && pixel_y <= 145) ||
                    (pixel_x >= 360 && pixel_x <= 380 && pixel_y >= 145 && pixel_y <= 210) ||
                    (pixel_x >= 420 && pixel_x <= 440 && pixel_y >= 80 && pixel_y <= 210) ||
                    (pixel_x >= 420 && pixel_x <= 480 && pixel_y >= 80 && pixel_y <= 100) ||
                    (pixel_x >= 420 && pixel_x <= 480 && pixel_y >= 135 && pixel_y <= 145) ||
                    (pixel_x >= 420 && pixel_x <= 480 && pixel_y >= 190 && pixel_y <= 210) ||
                    (pixel_x >= 490 && pixel_x <= 510 && pixel_y >= 80 && pixel_y <= 210) ||
                    (pixel_x >= 490 && pixel_x <= 550 && pixel_y >= 80 && pixel_y <= 100) ||
                    (pixel_x >= 490 && pixel_x <= 550 && pixel_y >= 135 && pixel_y <= 145) ||
                    (pixel_x >= 530 && pixel_x <= 550 && pixel_y >= 100 && pixel_y <= 135) ||
                    (pixel_x >= 510 && pixel_x <= 550 && pixel_y >= 145 && pixel_y <= 210) ||
                    (pixel_x >= 580 && pixel_x <= 620 && pixel_y >= 80 && pixel_y <= 100) ||
                    (pixel_x >= 600 && pixel_x <= 620 && pixel_y >= 100 && pixel_y <= 145) ||
                    (pixel_x >= 580 && pixel_x <= 620 && pixel_y >= 135 && pixel_y <= 145) ||
                    (pixel_x >= 580 && pixel_x <= 600 && pixel_y >= 145 && pixel_y <= 190) ||
                    (pixel_x >= 580 && pixel_x <= 620 && pixel_y >= 190 && pixel_y <= 210)
                ) begin
                    red <= 4'hF;
                    green <= 4'hA;
                    blue <= 4'h0;
                end
                else if (
                    (pixel_x >= 120 && pixel_x <= 140 && pixel_y >= 300 && pixel_y <= 400) ||
                    (pixel_x >= 160 && pixel_x <= 180 && pixel_y >= 300 && pixel_y <= 370) ||
                    (pixel_x >= 200 && pixel_x <= 220 && pixel_y >= 300 && pixel_y <= 400) ||
                    (pixel_x >= 120 && pixel_x <= 220 && pixel_y >= 380 && pixel_y <= 400) ||
                    (pixel_x >= 240 && pixel_x <= 300 && pixel_y >= 300 && pixel_y <= 310) ||
                    (pixel_x >= 270 && pixel_x <= 280 && pixel_y >= 310 && pixel_y <= 390) ||
                    (pixel_x >= 240 && pixel_x <= 300 && pixel_y >= 390 && pixel_y <= 400) ||
                    (pixel_x >= 320 && pixel_x <= 340 && pixel_y >= 300 && pixel_y <= 400) ||
                    (pixel_x >= 400 && pixel_x <= 420 && pixel_y >= 300 && pixel_y <= 400) ||
                    (pixel_x >= 340 && pixel_x <= 400 && pixel_y >= 300 && pixel_y <= 320) ||
                    (pixel_x >= 440 && pixel_x <= 500 && pixel_y >= 300 && pixel_y <= 310) ||
                    (pixel_x >= 440 && pixel_x <= 460 && pixel_y >= 300 && pixel_y <= 340) ||
                    (pixel_x >= 440 && pixel_x <= 500 && pixel_y >= 330 && pixel_y <= 340) ||
                    (pixel_x >= 480 && pixel_x <= 500 && pixel_y >= 340 && pixel_y <= 390) ||
                    (pixel_x >= 440 && pixel_x <= 500 && pixel_y >= 390 && pixel_y <= 400) ||
                    (pixel_x >= 520 && pixel_x <= 530 && pixel_y >= 300 && pixel_y <= 380) ||
                    (pixel_x >= 520 && pixel_x <= 530 && pixel_y >= 390 && pixel_y <= 400)
                ) begin
                    red <= 4'hF;
                    green <= 4'hA;
                    blue <= 4'h0;
                end
            end else if (draw) begin
                if (
                    (pixel_x >= 80 && pixel_x <= 100 && pixel_y >= 180 && pixel_y <= 300) ||
                    (pixel_x >= 80 && pixel_x <= 160 && pixel_y >= 180 && pixel_y <= 200) ||
                    (pixel_x >= 80 && pixel_x <= 160 && pixel_y >= 280 && pixel_y <= 300) ||
                    (pixel_x >= 140 && pixel_x <= 160 && pixel_y >= 200 && pixel_y <= 280) ||
                    (pixel_x >= 180 && pixel_x <= 200 && pixel_y >= 180 && pixel_y <= 300) ||
                    (pixel_x >= 180 && pixel_x <= 260 && pixel_y >= 180 && pixel_y <= 200) ||
                    (pixel_x >= 180 && pixel_x <= 260 && pixel_y >= 230 && pixel_y <= 250) ||
                    (pixel_x >= 240 && pixel_x <= 260 && pixel_y >= 200 && pixel_y <= 230) ||
                    (pixel_x >= 240 && pixel_x <= 260 && pixel_y >= 250 && pixel_y <= 270) ||
                    (pixel_x >= 220 && pixel_x <= 240 && pixel_y >= 270 && pixel_y <= 290) ||
                    (pixel_x >= 200 && pixel_x <= 220 && pixel_y >= 290 && pixel_y <= 300) ||
                    (pixel_x >= 280 && pixel_x <= 300 && pixel_y >= 180 && pixel_y <= 300) ||
                    (pixel_x >= 360 && pixel_x <= 380 && pixel_y >= 180 && pixel_y <= 300) ||
                    (pixel_x >= 300 && pixel_x <= 360 && pixel_y >= 180 && pixel_y <= 200) ||
                    (pixel_x >= 300 && pixel_x <= 360 && pixel_y >= 230 && pixel_y <= 250) ||
                    (pixel_x >= 400 && pixel_x <= 420 && pixel_y >= 180 && pixel_y <= 300) ||
                    (pixel_x >= 440 && pixel_x <= 460 && pixel_y >= 180 && pixel_y <= 270) ||
                    (pixel_x >= 480 && pixel_x <= 500 && pixel_y >= 180 && pixel_y <= 300) ||
                    (pixel_x >= 400 && pixel_x <= 500 && pixel_y >= 280 && pixel_y <= 300) ||
                    (pixel_x >= 520 && pixel_x <= 540 && pixel_y >= 180 && pixel_y <= 260) ||
                    (pixel_x >= 520 && pixel_x <= 540 && pixel_y >= 280 && pixel_y <= 300)
                ) begin
                    red <= 4'hF;
                    green <= 4'hA;
                    blue <= 4'h0;
                end
            end
        end
        else begin
            red <= 4'h0;
            green <= 4'h0;
            blue <= 4'h0;
        end
    end
endmodule
==> flow/run.sh <==
#!/bin/bash
# OpenROAD 26Q1-2900-gdf79404cd8, Yosys 0.63+post, stock flow scripts
make -C /OpenROAD-flow-scripts/flow DESIGN_CONFIG=/design/flow/config.mk WORK_HOME=/design/flow/orfs finish
==> flow/config.mk <==
export PLATFORM = sky130hd
export DESIGN_NAME = end_screen
export DESIGN_NICKNAME = end_screen
export VERILOG_FILES = /design/flow/design.v
export SDC_FILE = /design/flow/constraint.sdc
export NUM_CORES = 4
export LEC_CHECK = 1
export CORE_UTILIZATION = 50
==> flow/constraint.sdc <==
current_design end_screen

set clk_period 3.8
set clk_io_pct 0.2

create_clock -name clk0 -period $clk_period [get_ports {clk_d}]

set non_clock_inputs [all_inputs -no_clocks]
set_input_delay [expr $clk_period * $clk_io_pct] -clock clk0 $non_clock_inputs
set_output_delay [expr $clk_period * $clk_io_pct] -clock clk0 [all_outputs]
==> flow_summary.ini <==
; generated from flow reports
[run_status]
outcome = completed

[global_route]
antenna_found_initial = 0
grt_start_max_net_pins = 37
grt_pass1_wl_mm = 16.2
grt_overflow_total = 0
grtUsageTotal = 0.390
grt_pass1_vias = 3162

[logic_synthesis]
syn_avg_cell_area_um2 = 6.26
yosysWarningCount = 1
ys_top_cells_by_count = a21oi_1, nor2_1, buf_2
netlist_area_um2 = 2580
edf_count = 0
synth_dominant_cell_count = a21oi_1
post-synth-top-area-cell = a21oi_1
async_reset_ff_frac = 0
seq_area_frac_synth = 0.0232
syn_inst = 413
synth_cell_type_count = 72
synth_top_area_share = 0.0620
ys.flop_type = dfxtp_1
area_leaders = a21oi_1, buf_2, o21ai_0
ys.flops = 3
ys_cells = 413
yosys_area_um2 = 2580

[power]
p_clk_frac = 0.207
netSwitchingPower_uw = 211
irDropWorstVdd_mv = 0.136
p_int_uw = 245
p_seq_frac = 0.083
leakage_uw = 0.00101
p_comb_frac = 0.709
power_density_nw_per_um2 = 148
switching_share = 0.462

[cts]
cts_resized = 0
cts_root_buf = clkbuf_8
clock_path_buffers = 2
numClockSinks = 3
post_cts_buffers = 0
cts_tree = built
postCtsHoldBufs = 0
cts_made_buffers = 3
htree_levels = 1
clk_pin_slew_ns = 0.03

[placement]
hpwl_mm = 7.68
dp_slack_ns = 0.243
numPortBuffers = 36
dp.cells = 497
routabilityCongestion = 1.10

[cells_and_area]
synthToLayoutAreaGrowth_pct = 19.5
fill_cells = 434
regArea_um2 = 60.1
final_cell_count_no_fill = 501
layout-drive-gt1-share = 0.127
fin_util = 0.637
combGateArea_um2 = 2210

[setup_path]
critPathMaxFanout = 19
endpoint_kind = flip-flop
crit_required_ns = 3.96
cp-start-kind = input port
critical_path_class = in -> reg
arrival_ns = 3.56

[route]
drc = 0
vias = 3725
avgViaCountPerCell = 7.44
detail-route-antenna-nets = 0
drt_iter0_markers = 649
routedWlPerCell_um = 20.7
drtPass1Iterations = 5
diodes = 0
routed_wl_mm = 10.4

[timing]
max_slew_margin = 0.527
fin_crit_sh = 0.894
finalSetupTns_ns = 0
setup-violations-final = 0
rsz0062_at_grt = no
min_period_ns = 3.40
final_max_slew_viol_count = 0
worst_slack_ns = 0.405
max_freq_ghz = 0.295
hold_viol = 0
worstMarginPinSlew_ns = 0.704

[job]
warnings = 26
cap_violations = 0

[floorplanning]
coreArea_um2 = 4850
die_area_um2 = 5460
die_w_um = 73.9
fp.dieH_um = 73.9
io_pins = 37
fp_util = 0.533
rows = 25

[hold_path]
worstHoldPathType = in -> reg
hold_end = green[1]
hold-path-cell-count = 1
holdCritStartpoint = video_on
registers in the layout, summed over array words and instances (netlist names):
signal and flops:
red 1, green 2
through the flow:
step	total power (uW)	hold slack (ns)	instance area, um2
2_1_floorplan	232	0.788	2580
3_3_place_gp	349	1.28	3040
5_1_grt	482	1.05	3090
6_report	456	1.05	3090
3_5_place_dp	345	1.27	3040
4_1_cts	443	1.05	3090
layout make-up:
class | count | share of cell area
timing repair buffer | 71 | 0.214
tap | 67 | 0.0272
multi-input combinational | 350 | 0.717
inverter | 6 | 0.00730
sequential | 3 | 0.0195
clock buffer | 4 | 0.0146
power by group through the flow:
stage | clock (uW) | combinational (uW) | sequential, uW
after global routing | 102 | 342 | 38.6
after CTS | 95.7 | 309 | 38.1
final | 94.6 | 323 | 38.1
worst max path at each step:
stage / from / end / cells past startpoint / slack (ns)
after CTS: pixel_x[6] / red[2] / 9 / 0.47
after global routing: pixel_x[6] / red[2] / 9 / 0.28
final: pixel_x[6] / red[2] / 9 / 0.40
logic make-up (layout without fill, tap and decap cells):
| logic type | Yosys count | in the layout | share of synthesized area |
|---|---|---|---|
| AOI/OAI and AO/OA | 170 | 170 | 0.453 |
| DFF | 3 | 3 | 0.0232 |
| and+or+nand+nor | 180 | 180 | 0.404 |
| buffers and inverters | 60 | 81 | 0.120 |
per-layer routing:
layer,share of wire,up-vias,wire [um],track usage
met1,0.40,1641,4200,0.581
met5,0,-,0,0
li1,-,1671,-,-
met4,0.040,0,414,0.122
met2,0.39,360,4090,0.549
met3,0.16,53,1670,0.0957
cell usage in the layout, fill, tap and decap left out, drive strengths merged, types with 8 or more instances in the layout:
| cell | netlist | final |
|---|---|---|
| a21oi | 32 | 32 |
| a31oi | 14 | 14 |
| and3 | 9 | 9 |
| buf | 39 | 35 |
| clkdlybuf4s50 | 0 | 36 |
| nand2 | 22 | 22 |
| nand2b | 11 | 11 |
| nand3 | 20 | 20 |
| nand4 | 8 | 8 |
| nor2 | 31 | 31 |
| nor3 | 22 | 22 |
| nor4 | 9 | 9 |
| o211ai | 9 | 9 |
| o21ai | 26 | 26 |
| o22ai | 10 | 10 |
| o31ai | 8 | 8 |
worst max-delay path, stage by stage:
cell and delay (ns):
clkdlybuf4s50_1 0.73, or4b_2 0.78, nor4_1 0.33, nor2_1 0.19, o31ai_1 0.26, a221oi_1 0.11
nand4_1 0.10, o31a_1 0.15, and3_1 0.15
No activity file was given, so power comes from the tool's default toggle rates.
