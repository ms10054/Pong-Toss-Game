**flow/config.mk**
```make
export PLATFORM = sky130hd
export DESIGN_NAME = start_screen
export DESIGN_NICKNAME = start_screen
export VERILOG_FILES = /design/flow/design.v
export SDC_FILE = /design/flow/constraint.sdc
export NUM_CORES = 4
export LEC_CHECK = 1
export CORE_UTILIZATION = 30
```
**flow/constraint.sdc**
```tcl
current_design start_screen

set clk_period 15.7
set clk_io_pct 0.2

create_clock -name clk0 -period $clk_period [get_ports {clk_d}]

set non_clock_inputs [all_inputs -no_clocks]
set_input_delay [expr $clk_period * $clk_io_pct] -clock clk0 $non_clock_inputs
set_output_delay [expr $clk_period * $clk_io_pct] -clock clk0 [all_outputs]
```
**flow/design.v**
```verilog
`timescale 1ns / 1ps
module start_screen(
    input clk_d,  
    input [9:0] pixel_x,
    input [9:0] pixel_y,
    input video_on,
    output reg [3:0] red=0,
    output reg [3:0] green=0,
    output reg [3:0] blue=0
);
function in_cup;
    input [9:0] px, py;
    input [9:0] top_left, top_right, bottom_left, bottom_right, top_y, bottom_y;
    reg [9:0] left_edge, right_edge;
    begin
        if (py >= top_y && py <= bottom_y) begin
            left_edge = top_left + ((bottom_left - top_left) * (py - top_y)) / (bottom_y - top_y);
            right_edge = top_right + ((bottom_right - top_right) * (py - top_y)) / (bottom_y - top_y);
            in_cup = (px >= left_edge && px <= right_edge);
        end else begin
            in_cup = 0;
        end
    end
endfunction
always @(posedge clk_d) begin
    if (video_on) begin
        red <= 4'h0;
        green <= 4'hF;
        blue <= 4'hF;
        if (in_cup(pixel_x, pixel_y, 40, 90, 50, 80, 50, 150)) begin
            red <= 4'hF; 
            green <= 4'h0; 
            blue <= 4'h0;
        end
        else if (in_cup(pixel_x, pixel_y, 550, 600, 560, 590, 250, 350)) begin
            red <= 4'h0; 
            green <= 4'h5; 
            blue <= 4'hF;
        end
        else if (
            ((pixel_x - 575) * (pixel_x - 575) + (pixel_y - 220) * (pixel_y - 220) <= 225)
        ) begin
            red <= 4'hF; 
            green <= 4'hF; 
            blue <= 4'hF;
        end
        else if(
            (pixel_x >= 120 && pixel_x <= 140 && pixel_y >= 20 && pixel_y <= 190) || 
            (pixel_x >= 190 && pixel_x <= 210 && pixel_y >= 20 && pixel_y <= 95) || 
            (pixel_x >= 140 && pixel_x <= 190 && pixel_y >= 20 && pixel_y <= 40) || 
            (pixel_x >= 140 && pixel_x <= 190 && pixel_y >= 85 && pixel_y <= 95) || 
            (pixel_x >= 230 && pixel_x <= 250 && pixel_y >= 20 && pixel_y <= 190) || 
            (pixel_x >= 290 && pixel_x <= 310 && pixel_y >= 20 && pixel_y <= 190) || 
            (pixel_x >= 250 && pixel_x <= 290 && pixel_y >= 20 && pixel_y <= 40) || 
            (pixel_x >= 250 && pixel_x <= 290 && pixel_y >= 170 && pixel_y <= 190) || 
            (pixel_x >= 320 && pixel_x <= 340 && pixel_y >= 20 && pixel_y <= 190) || 
            (pixel_x >= 390 && pixel_x <= 410 && pixel_y >= 20 && pixel_y <= 190) || 
            (pixel_x >= 340 && pixel_x <= 390 && pixel_y >= 20 && pixel_y <= 40) || 
            (pixel_x >= 420 && pixel_x <= 440 && pixel_y >= 20 && pixel_y <= 190) || 
            (pixel_x >= 490 && pixel_x <= 510 && pixel_y >= 85 && pixel_y <= 190) || 
            (pixel_x >= 440 && pixel_x <= 490 && pixel_y >= 20 && pixel_y <= 40) || 
            (pixel_x >= 440 && pixel_x <= 490 && pixel_y >= 85 && pixel_y <= 95) || 
            (pixel_x >= 440 && pixel_x <= 490 && pixel_y >= 170 && pixel_y <= 190) || 
            (pixel_x >= 130 && pixel_x <= 190 && pixel_y >= 200 && pixel_y <= 220) || 
            (pixel_x >= 150 && pixel_x <= 170 && pixel_y >= 220 && pixel_y <= 390) || 
            (pixel_x >= 210 && pixel_x <= 230 && pixel_y >= 200 && pixel_y <= 390) || 
            (pixel_x >= 270 && pixel_x <= 290 && pixel_y >= 200 && pixel_y <= 390) || 
            (pixel_x >= 230 && pixel_x <= 270 && pixel_y >= 200 && pixel_y <= 220) || 
            (pixel_x >= 230 && pixel_x <= 270 && pixel_y >= 370 && pixel_y <= 390) || 
            (pixel_x >= 310 && pixel_x <= 370 && pixel_y >= 200 && pixel_y <= 220) || 
            (pixel_x >= 310 && pixel_x <= 330 && pixel_y >= 220 && pixel_y <= 300) || 
            (pixel_x >= 310 && pixel_x <= 370 && pixel_y >= 300 && pixel_y <= 320) || 
            (pixel_x >= 350 && pixel_x <= 370 && pixel_y >= 320 && pixel_y <= 390) || 
            (pixel_x >= 310 && pixel_x <= 370 && pixel_y >= 370 && pixel_y <= 390) || 
            (pixel_x >= 390 && pixel_x <= 450 && pixel_y >= 200 && pixel_y <= 220) || 
            (pixel_x >= 390 && pixel_x <= 410 && pixel_y >= 220 && pixel_y <= 300) || 
            (pixel_x >= 390 && pixel_x <= 450 && pixel_y >= 300 && pixel_y <= 320) || 
            (pixel_x >= 430 && pixel_x <= 450 && pixel_y >= 320 && pixel_y <= 390) || 
            (pixel_x >= 390 && pixel_x <= 450 && pixel_y >= 370 && pixel_y <= 390) ||
            (pixel_x >= 20 && pixel_x <= 80 && pixel_y >= 400 && pixel_y <= 410) ||
            (pixel_x >= 20 && pixel_x <= 30 && pixel_y >= 410 && pixel_y <= 425) ||
            (pixel_x >= 20 && pixel_x <= 80 && pixel_y >= 425 && pixel_y <= 435) ||
            (pixel_x >= 70 && pixel_x <= 80 && pixel_y >= 435 && pixel_y <= 450) ||
            (pixel_x >= 20 && pixel_x <= 80 && pixel_y >= 450 && pixel_y <= 460) ||
            (pixel_x >= 90 && pixel_x <= 130 && pixel_y >= 400 && pixel_y <= 410) ||
            (pixel_x >= 105 && pixel_x <= 115 && pixel_y >= 410 && pixel_y <= 460) ||
            (pixel_x >= 140 && pixel_x <= 150 && pixel_y >= 400 && pixel_y <= 460) ||
            (pixel_x >= 150 && pixel_x <= 180 && pixel_y >= 400 && pixel_y <= 410) ||
            (pixel_x >= 150 && pixel_x <= 180 && pixel_y >= 425 && pixel_y <= 435) ||
            (pixel_x >= 180 && pixel_x <= 190 && pixel_y >= 400 && pixel_y <= 460) ||
            (pixel_x >= 200 && pixel_x <= 210 && pixel_y >= 400 && pixel_y <= 460) ||
            (pixel_x >= 210 && pixel_x <= 250 && pixel_y >= 400 && pixel_y <= 410) ||
            (pixel_x >= 210 && pixel_x <= 250 && pixel_y >= 425 && pixel_y <= 435) ||
            (pixel_x >= 250 && pixel_x <= 260 && pixel_y >= 410 && pixel_y <= 425) ||
            (pixel_x >= 250 && pixel_x <= 260 && pixel_y >= 435 && pixel_y <= 460) ||
            (pixel_x >= 270 && pixel_x <= 310 && pixel_y >= 400 && pixel_y <= 410) ||
            (pixel_x >= 285 && pixel_x <= 295 && pixel_y >= 410 && pixel_y <= 460) ||
            (pixel_x >= 380 && pixel_x <= 430 && pixel_y >= 400 && pixel_y <= 410) ||
            (pixel_x >= 380 && pixel_x <= 430 && pixel_y >= 450 && pixel_y <= 460) ||
            (pixel_x >= 380 && pixel_x <= 390 && pixel_y >= 410 && pixel_y <= 450) ||
            (pixel_x >= 420 && pixel_x <= 430 && pixel_y >= 435 && pixel_y <= 450) ||
            (pixel_x >= 400 && pixel_x <= 430 && pixel_y >= 425 && pixel_y <= 435) ||
            (pixel_x >= 450 && pixel_x <= 460 && pixel_y >= 400 && pixel_y <= 460) ||
            (pixel_x >= 460 && pixel_x <= 480 && pixel_y >= 400 && pixel_y <= 410) ||
            (pixel_x >= 460 && pixel_x <= 480 && pixel_y >= 425 && pixel_y <= 435) ||
            (pixel_x >= 480 && pixel_x <= 490 && pixel_y >= 400 && pixel_y <= 460) ||
            (pixel_x >= 500 && pixel_x <= 560 && pixel_y >= 400 && pixel_y <= 410) ||
            (pixel_x >= 500 && pixel_x <= 510 && pixel_y >= 410 && pixel_y <= 460) ||
            (pixel_x >= 525 && pixel_x <= 535 && pixel_y >= 410 && pixel_y <= 460) ||
            (pixel_x >= 550 && pixel_x <= 560 && pixel_y >= 410 && pixel_y <= 460) ||
            (pixel_x >= 570 && pixel_x <= 580 && pixel_y >= 400 && pixel_y <= 460) ||
            (pixel_x >= 580 && pixel_x <= 620 && pixel_y >= 400 && pixel_y <= 410) ||
            (pixel_x >= 580 && pixel_x <= 620 && pixel_y >= 425 && pixel_y <= 435) ||
            (pixel_x >= 580 && pixel_x <= 620 && pixel_y >= 450 && pixel_y <= 460)
        ) begin
            red <= 4'hF; 
            green <= 4'hA; 
            blue <= 4'h0;
        end
    end
    else begin
        red <= 4'h0;
        green <= 4'h0;
        blue <= 4'h0;
    end
end
endmodule
```
**flow/run.sh**
```bash
#!/bin/bash
# OpenROAD 26Q1-2900-gdf79404cd8, Yosys 0.63+post, stock flow scripts
make -C /OpenROAD-flow-scripts/flow DESIGN_CONFIG=/design/flow/config.mk WORK_HOME=/design/flow/orfs finish
```
==> Slide: Implementation Results <==
Synthesis and Place & Route Summary

STA
  • Cycle use final: 0.8579
  • Max-slew violation count: 0
  • Unrepaired setup endpoints after global routing: no
  • Relative slew slack: 0.3689
  • Total negative slack: 0 ps
  • Final setup violation count: 0
  • Worst Tran Pin Value: 938.0 ps
  • Hold slack: 3539 ps
  • Final WS setup: 2231 ps
  • Hold Vio Cnt, Final: 0
  • Max Clk Rate: 0.07424 GHz
  • Final min period: between 10000 and 15000 ps

Detailed routing
  • WL/cell: 16.23 um
  • DRT iter0 DRCs: about 730
  • Vias per inst: 4.895
  • Detailed-router iteration count before antenna repair: 5
  • Post-route ant nets: 0
  • Drt drc: 0
  • Vias: 12.13k
  • Final WL: 40230 um

Synth
  • Yosys warning count: 1
  • Synth area leader: fa_1
  • Mapped Area: approximately 15000 um^2
  • Post-synth area hogs: fa_1, ha_1, inv_1, nand2_1, xnor2_1
  • Largest type area fraction: 0.3558
  • Netlist cell types: between 90 and 100
  • Post-synth seq share: 0.003997
  • Number of enable flip-flop cells: 0
  • Asr flop ratio synth: 0
  • Syn_area_per_cell: 8.315 um^2
  • Most used flip-flop cell: dfxtp_1
  • Post-synthesis instance total: roughly 1.8k
  • Synth Register Bits: 3
  • Yosys stat area: 15020 um^2
  • Yosys cell count: 1807

Floorplan
  • I/O pins: 34
  • Die Wd: 225.8 um
  • Die Area: 50980 um^2
  • Row count: 81
  • Die H: 225.8 um
  • Core ar.: 49150 um^2
  • Floorplan core density: 0.3057

Placed design
  • HPWL after detailed placement: 34150 um
  • IO buf count: 33
  • GP Congestion: 0.9783
  • DP Worst Slack: 2101 ps

Cells and area
  • Layout cells sized above 1: 0.04300
  • Utilization after layout: 0.3294
  • Layout area overhead: 7.761%
  • Most instantiated logic cells after routing: inv_1, fa_1, ha_1
  • Filler cell count: 5072
  • Most frequent logic cell in the layout: inv_1

Global routing
  • Congestion Overflow GR: 0
  • Vias in the first global route: 12.75k
  • Initial antenna violation count: 0
  • GRT Util Overall: 0.1732
  • First-pass GRT wire length: around 67000 um
  • Largest net degree at the start of global routing: 39

Setup path
  • Crit path required time: 15840 ps
  • Setup crit start: pixel_y[3]
  • Crit path max fanout: 14
  • Crit. End Element: flip-flop
  • Crit Path Class: input pin to flip-flop
  • CP startpoint kind: input pin
  • Arrival time worst endpoint: 13610 ps

Clock network
  • Root Buffer Master: clkbuf_16
  • H-tree depth: 1
  • Post-CTS setup buffers: 0
  • Clk slew on worst S/H paths: 30 ps
  • PostCTS Resize Cnt: 0
  • Max Root-Sink Buffers: 2
  • CTS tree: yes
  • Clock Sinks: 3
  • CTS buffer count: 3
  • Hold_buf cts: 0

Worst hold path
  • Hold Crit Start: video_on
  • HP Class: input pin to flip-flop

Status
  • Status: complete, no violations

Run
  • Count of tool warnings: between 50 and 60
  • Total of max-cap violations: 0
-- cell usage after synthesis, types with 7 or more instances --
master	n
a21o_1	17
a211oi_1	14
ha_1	189
clkbuf_1	37
and2_1	22
mux2i_1	19
a21oi_1	88
nor2_1	130
nor3_1	28
nand2_1	143
nand3_1	30
nor2b_1	20
buf_2	7
nand4_1	8
fa_1	267
a31oi_1	8
inv_1	382
and3_1	13
a21boi_0	10
nor4_1	16
xnor2_1	60
xor2_1	19
clkinv_1	12
nand2b_1	25
buf_4	9
o21ai_0	69
o21a_1	13
-- flip-flops by register name (all words and copies together), names as in the netlist --
register and count:
green 2, red 1
-- critical path, cell delays in order --
cell             delay (ps)
clkdlybuf4s50_1         870
ha_1                    450
a21oi_1                 170
o21ai_1                 630
clkinv_1                660
and2_1                  400
fa_1                    630
fa_1                    680
inv_1                   140
fa_1                    540
fa_1                    560
inv_1                    70
fa_1                    510
fa_1                    550
fa_1                    510
ha_1                    370
inv_1                   130
nor3_1                   70
a221oi_1                240
o221ai_1                170
nor4_1                  340
o21ai_0                 160
nor4_1                  170
o21ai_0                 120
or4_1                   450
nor4_1                  520
nand3b_1                140
a31oi_1                 200
-- final timing paths --
kind	end	slack [ps]	cells past startpoint
setup / recovery	red[2]	2230	28
hold / removal	green[1]	3540	3
-- kinds of logic after synthesis --
group	Yosys count	share of synthesized area
simple gates	475	0.1521
buf+inv	457	0.1201
fa+ha+maj	457	0.5139
compound gates	300	0.1320
xor+xnor	88	0.05854
mux	27	0.01940
flops	3	0.003997
-- per-layer routing --
layer  share of wire  track usage
met5               0            0
met4           0.025      0.03599
met3           0.091      0.05706
met2            0.46       0.2711
met1            0.42       0.2378
-- stage by stage --
step	instance area (um^2)	cells
2_1_floorplan	15020	1807
3_3_place_gp	16110	2474
3_5_place_dp	16110	2474
4_1_cts	16190	2478
5_1_grt	16190	2478
6_report	16190	2479
-- cell type report --
cell class / instances / area [um^2] / share of cell area
timing repair buffer: 66 / 578.1 / 0.03570
sequential: 3 / 60.06 / 0.003709
inverter: 394 / 1479 / 0.09134
clock buffer: 4 / 78.83 / 0.004869
tap: 664 / 830.8 / 0.05131
antenna: 1 / 2.502 / 0.0001546
multi-input combinational: 1347 / 13160 / 0.8129
